==> design.v <==
module concurrentAssertion
(input logic clk,rst_n,
output logic [3:0] count,
output logic t);
always_ff @(posedge clk,negedge rst_n)
begin
if(~rst_n)
begin
count <= 0;
end
 else
begin
count <= count + 1;
end
end
assign t = &count;
endmodule
==> run.sh <==
#!/bin/bash
# OpenROAD 26Q1-2900-gdf79404cd8, Yosys 0.63+post, stock flow scripts
make -C /OpenROAD-flow-scripts/flow DESIGN_CONFIG=/design/flow/config.mk WORK_HOME=/design/flow/orfs finish
==> config.mk <==
export PLATFORM = sky130hd
export DESIGN_NAME = concurrentAssertion
export DESIGN_NICKNAME = concurrentAssertion
export VERILOG_FILES = /design/flow/design.v
export SDC_FILE = /design/flow/constraint.sdc
export NUM_CORES = 4
export LEC_CHECK = 1
export CORE_AREA = 10 10 70 70
export DIE_AREA = 0 0 80 80
==> constraint.sdc <==
current_design concurrentAssertion

set clk_period 1.0
set clk_io_pct 0.2

create_clock -name clk0 -period $clk_period [get_ports {clk}]

set non_clock_inputs [all_inputs -no_clocks]
set_input_delay [expr $clk_period * $clk_io_pct] -clock clk0 $non_clock_inputs
set_output_delay [expr $clk_period * $clk_io_pct] -clock clk0 [all_outputs]
==> impl_metrics.tcl <==
# implementation run metrics
set metrics [dict create \
    first_pass_iters 1 \
    fin_total_pwr_uw 369 \
    die_h_um 80 \
    numSynthFlops 4 \
    clockRootBuffer "clkbuf_4" \
    hp-class "in2async" \
    cts_buffers 3 \
    postPlaceCellArea_um2 307 \
    logic_area_um2 76.3 \
    final_layout_size_suffix_gt1_share_pct 79.3 \
    drcViolationCount 0 \
    largest_register_ff_count 4 \
    grtUsageTotal_pct 1.83 \
    num_io_pins 7 \
    ys_warn_count 1 \
    regArea_um2 100 \
    io_buffers 6 \
    most_common_cell "dfrtp_1" \
    synth_area_per_cell_um2 15.1 \
    wl_per_cell_um 6.69 \
    clock_skew_ns 0.00397 \
    crit_required_ns 0.80 \
    cts.sinks 4 \
    row_count 21 \
    ant_nets 0 \
    vias 152 \
    violations "setup timing" \
    grt_first_pass_wirelength_um 779 \
    grt_max_degree 5 \
    cts-htree-levels 1 \
    top_regs "count: 4 flops" \
    antennaDiodeCount 0 \
    globalRouteOverflowTotal 0 \
    ctsHoldBuffers 0 \
    start_kind "register" \
    synth-area-yosys_um2 151 \
    worst_pin_slew_ns 0.176 \
    rsz0062_at_grt "true" \
    period_used_pct 125 \
    crit_type "reg2out" \
    timing.fmax_mhz 803 \
    top_cell_area_share_pct 66.1 \
    status "finished with violations" \
    holdWs_ns 0.161 \
    fillers 394 \
    vdd_drop_max_uv 257 \
    fp.dieW_um 80 \
    arrival_ns 1.05 \
    clockBufferDepth 2 \
    postSynthSeqShare_pct 66.1 \
    cts_tree "yes" \
    startpoint "count[0]" \
    powerDensity_mw_per_mm2 922 \
    setup_viol 5 \
    synth-main-ff-cell "dfrtp_1" \
    fp_util_pct 4.43 \
    final_area_um2 400 \
    reg2regPathDepth 4 \
    clock.latency.late_pin_ns 0.24 \
    wirelength_um 502 \
    grt_pass1_vias 161 \
    p_leak_nw 0.193 \
    async_reset_ff_share_pct 100 \
    tool_warnings 27 \
    synth_cells 10 \
    edf_count 0 \
    timing.rr.start "count[0]" \
    viasPerCell 2.03 \
    top_register "count" \
    crit_path_end_kind "output pin" \
    fin_ws_ns -0.246 \
    drtIter0Drc 0 \
    synth_area_um2 151 \
    endpoint "t" \
    slew_headroom_pct 88.3 \
    r2r_setup_slack_ns -0.05 \
    yosys_cells 10 \
    maxSlewViolCount 0 \
    worst-path-max-fanout 2 \
    clkTransAtPathRegs_ns 0.04 \
    routabilityCongestion 0.642 \
    core_mm2 0.00342 \
    largest_area_cell "dfrtp_1" \
    cap_violations 0 \
    die_area_mm2 0.00640 \
    ys_types 7 \
    layout_min_cycle_time_ns 1.25 \
    antenna_found_initial 0 \
    syn_to_final_growth_pct 164 \
    timing.rr.end "count[2]" \
    area_leaders "dfrtp_1 (66%), ha_1 (8.3%), nand3_2 (6.6%)" \
    finalHoldViolCount 0 \
]
==> where the power goes <==
part | switching (mW) | internal, mW | leakage [nW]
clock network | 0.0658 | 0.134 | 0.0138
registers | 0 | 0.163 | 0.0566
logic | 0.00277 | 0.00347 | 0.123
==> cells in the final DEF (no fill, tap or decap) <==
master,netlist,final
buf_4,0,7
buf_6,0,6
dfrtp_1,4,4
clkbuf_4,0,3
inv_1,1,1
nand3_4,0,1
xnor2_2,0,1
xor2_2,0,1
and3_4,0,1
ha_2,0,1
clkdlybuf4s50_1,0,1
buf_2,0,1
clkbuf_2,0,1
==> critical path, cell delays in order (launching register included) <==
cell	delay (ns)
dfrtp_1	0.37
ha_2	0.20
and3_4	0.14
buf_6	0.10
==> stage by stage <==
stage / setup TNS [ns] / setup WS [ns] / instances / utilization, %
global route: -0.865 / -0.303 / 75 / 11.7
detailed placement: -0.783 / -0.400 / 67 / 8.97
CTS: -0.550 / -0.256 / 74 / 10.7
finish: -0.564 / -0.246 / 75 / 11.7
global placement: -0.744 / -0.374 / 67 / 8.97
floorplan: 0 / 0.0210 / 10 / -
==> timing repair <==
item / CTS / global route
resized: 22 / 6
gates cloned: 0 / 0
pin swaps: 2 / 1
setup buffers: 5 / 1
setup endpoints to repair: 5 / 6
==> routing by layer <==
metal / GRT usage (%) / part of all wire [%]
met5: 0 / 0
met4: 0.352 / 0
met3: 3.75 / 34
met2: 1.69 / 29
met1: 1.54 / 36
==> how the worst min path moves through the flow <==
stage                 cells after the start   from  endpoint
final                                     1  rst_n  count[3]
after global routing                      1  rst_n  count[1]
after CTS                                 1  rst_n  count[3]
==> final cells by class <==
type / count / share of cell area, %
Clock buffer: 3 / 5.62
Inverter: 1 / 0.938
Multi-Input combinational cell: 5 / 19.1
Sequential cell: 4 / 25.0
Tap cell: 46 / 14.4
Timing Repair Buffer: 16 / 35.0
==> cell families (layout without fill, tap and decap cells) <==
kind of cell | count (synthesis) | count (layout) | share of synthesized area, %
DFF | 4 | 4 | 66.1
buffers and inverters | 1 | 20 | 2.48
and+or+nand+nor | 2 | 2 | 11.6
adders and majority gates | 1 | 1 | 8.26
xor gates and xnor gates | 2 | 2 | 11.6
No activity file was given, so power comes from the tool's default toggle rates.
